==> /design/flow/design.v <==
module main_decoder(op, branch, RegWrite,ALUop, MemWrite, ResultSrc, ALUSrc, ImmSrc );
input [6:0] op;
output RegWrite, MemWrite,ResultSrc, ALUSrc,branch;
output [1:0] ImmSrc, ALUop;
assign RegWrite= ((op==7'b0000011) | (op==7'b0110011))? 1'b1 : 1'b0; 
assign MemWrite= (op==7'b0100011)? 1'b1: 1'b0;  
assign ResultSrc= (op== 7'b0000011)? 1'b1: 1'b0;  
assign ALUSrc= ((op==7'b0000011) | (op==7'b0100011))? 1'b1: 1'b0;
assign branch = (op==7'b1100011)? 1'b1 : 1'b0;
assign ImmSrc = (op==7'b0100011)? 2'b01 : (op==7'b1100011)? 2'b10: 2'b00;
assign ALUop=  (op==7'b0110011)? 2'b10 : (op==7'b1100011)? 2'b01: 2'b00;
endmodule
==> /design/flow/run.sh <==
#!/bin/bash
# OpenROAD 26Q1-2900-gdf79404cd8, Yosys 0.63+post, stock flow scripts
make -C /OpenROAD-flow-scripts/flow DESIGN_CONFIG=/design/flow/config.mk WORK_HOME=/design/flow/orfs finish
==> /design/flow/config.mk <==
export PLATFORM = sky130hd
export DESIGN_NAME = main_decoder
export DESIGN_NICKNAME = main_decoder
export VERILOG_FILES = /design/flow/design.v
export SDC_FILE = /design/flow/constraint.sdc
export NUM_CORES = 4
export LEC_CHECK = 1
export CORE_AREA = 10 10 70 70
export DIE_AREA = 0 0 80 80
==> /design/flow/constraint.sdc <==
current_design main_decoder

set clk_period 1.7
set clk_io_pct 0.2

create_clock -name clk0 -period $clk_period

set non_clock_inputs [all_inputs -no_clocks]
set_input_delay [expr $clk_period * $clk_io_pct] -clock clk0 $non_clock_inputs
set_output_delay [expr $clk_period * $clk_io_pct] -clock clk0 [all_outputs]
==> report_table.html <==
<h3>Run summary</h3>
<table>
<tr><th>Metric</th><th>Value</th></tr>
<tr><th colspan="2">Outcome</th></tr>
<tr><td>Status</td><td>finished, final reports clean</td></tr>
<tr><th colspan="2">Setup path</th></tr>
<tr><td>Worst setup path class</td><td>input pin to primary output</td></tr>
<tr><td>Delay of the slowest cell on the worst path</td><td>0.20 ns</td></tr>
<tr><td>CP top delay family</td><td>buffers and inverters</td></tr>
<tr><td>Buffer and inverter count on the worst path</td><td>4</td></tr>
<tr><td>Crit path required time</td><td>1.36 ns</td></tr>
<tr><td>Critical Path Sink Type</td><td>primary output</td></tr>
<tr><td>Worst Path Arrival</td><td>1.28 ns</td></tr>
<tr><td>Cell at the slowest stage of the critical path</td><td>sky130_fd_sc_hd__clkdlybuf4s15_1</td></tr>
<tr><td>Crit-path cells</td><td>dlygate4sd2_1 &gt; nand4bb_1 &gt; buf_6 &gt; buf_4 &gt; nor3_2 &gt; clkdlybuf4s15_1</td></tr>
<tr><td>Peak fanout along the critical path</td><td>4</td></tr>
<tr><td>Category of the worst setup path launch point</td><td>input pin</td></tr>
<tr><th colspan="2">Power</th></tr>
<tr><td>Leakage</td><td>0.137 nW</td></tr>
<tr><td>Part of the power in registers</td><td>0</td></tr>
<tr><td>IR Drop Worst-Case VDD</td><td>23.8 uV</td></tr>
<tr><td>Part of the total power dissipated in combinational logic</td><td>1.000</td></tr>
<tr><td>Power, Total</td><td>36.7 uW</td></tr>
<tr><td>Switching part of the total</td><td>0.479</td></tr>
<tr><td>Net switching power of the design</td><td>17.6 uW</td></tr>
<tr><td>Internal Power</td><td>19.1 uW</td></tr>
<tr><td>Proportion of power drawn by the clock network</td><td>0</td></tr>
<tr><td>Power Dens Cells</td><td>108 mW/mm2</td></tr>
<tr><th colspan="2">Global routing</th></tr>
<tr><td>Largest net degree at the start of global routing</td><td>9</td></tr>
<tr><td>Vias in the first global route</td><td>between 150 and 200</td></tr>
<tr><td>Global-route wire length before repair</td><td>1100 um</td></tr>
<tr><td>Global route total overflow</td><td>0</td></tr>
<tr><td>Antenna violations before repair</td><td>1</td></tr>
<tr><td>Total routing resource utilization after global routing</td><td>0.0222</td></tr>
<tr><th colspan="2">Routing</th></tr>
<tr><td>Length of the first detailed-routing pass in iterations</td><td>2</td></tr>
<tr><td>WL met2</td><td>280 um</td></tr>
<tr><td>DRC viols</td><td>0</td></tr>
<tr><td>Routed wirelength normalized by instance count</td><td>8.86 um</td></tr>
<tr><td>Vias/cell</td><td>about 2.3</td></tr>
<tr><td>Diode insertion count for antenna repair</td><td>0</td></tr>
<tr><td>Detail Route met3 WL</td><td>between 100 and 150 um</td></tr>
<tr><td>Final antenna-violating net count</td><td>0</td></tr>
<tr><td>Via count</td><td>between 150 and 200</td></tr>
<tr><td>Met1 wire length</td><td>a little under 300 um</td></tr>
<tr><td>Top routing layer used</td><td>met3</td></tr>
<tr><td>Sum of routed wire length over all layers</td><td>691 um</td></tr>
<tr><td>Initial detailed-routing violation count</td><td>12</td></tr>
<tr><th colspan="2">Layout</th></tr>
<tr><td>Total area of sequential cells</td><td>0 um2</td></tr>
<tr><td>Sequential cell count</td><td>0</td></tr>
<tr><td>Post-Route Utilization</td><td>0.0996</td></tr>
<tr><td>Growth of design area from synthesis to finish</td><td>199%</td></tr>
<tr><td>Filler cell count in the final layout</td><td>402</td></tr>
<tr><td>Layout clock buffers</td><td>0</td></tr>
<tr><td>Share of post-route cells with drive strength above 1</td><td>0.563</td></tr>
<tr><td>Number of cells in the finished layout apart from fillers</td><td>about 80</td></tr>
<tr><th colspan="2">Final timing</th></tr>
<tr><td>Fmax</td><td>0.617 GHz</td></tr>
<tr><td>Final setup viols</td><td>0</td></tr>
<tr><td>Final min period</td><td>between 1.5 and 2 ns</td></tr>
<tr><td>Number of endpoints with negative hold slack in the final report</td><td>0</td></tr>
<tr><td>RSZ-0062 raised after global routing</td><td>yes</td></tr>
<tr><td>Worst-Margin Slew</td><td>0.324 ns</td></tr>
<tr><td>Max-slew headroom at the worst pin</td><td>0.784</td></tr>
<tr><td>Slew Limit Fails</td><td>0</td></tr>
<tr><td>Final Cycle Share</td><td>0.953</td></tr>
<tr><th colspan="2">Yosys</th></tr>
<tr><td>Most area-consuming cells after synthesis</td><td>sky130_fd_sc_hd__nor3_1, sky130_fd_sc_hd__nor4b_4, sky130_fd_sc_hd__buf_4</td></tr>
<tr><td>Tally of yosys warning messages</td><td>0</td></tr>
<tr><td>Most used standard cells in the synthesized netlist</td><td>sky130_fd_sc_hd__nor3_1, sky130_fd_sc_hd__buf_4, sky130_fd_sc_hd__nand2_1</td></tr>
<tr><td>Most popular library cell in the synthesized design by count</td><td>sky130_fd_sc_hd__nor3_1</td></tr>
<tr><td>Count of cell types in the netlist</td><td>8</td></tr>
<tr><td>Yosys stat chip area</td><td>about 110 um2</td></tr>
<tr><td>Number of cell instances after yosys synthesis</td><td>15</td></tr>
<tr><td>Synth Instances</td><td>15</td></tr>
<tr><td>Library cell with the largest summed area after synthesis</td><td>sky130_fd_sc_hd__nor3_1</td></tr>
<tr><td>Sequential element share of the synthesized area</td><td>0</td></tr>
<tr><td>Area share of the largest cell type after synthesis</td><td>0.264</td></tr>
<tr><td>Synth Cell Area</td><td>114 um2</td></tr>
<tr><td>Average size of a mapped cell</td><td>7.59 um2</td></tr>
<tr><th colspan="2">CTS</th></tr>
<tr><td>Hold buffer count at cts</td><td>0</td></tr>
<tr><th colspan="2">Placed design</th></tr>
<tr><td>Port Buffers</td><td>16</td></tr>
<tr><td>Post-placement cell count</td><td>76</td></tr>
<tr><td>DP Wirelength</td><td>610 um</td></tr>
<tr><td>Final weighted congestion of routability-driven global placement</td><td>between 0.6 and 0.7</td></tr>
<tr><th colspan="2">Die</th></tr>
<tr><td>Std cell rows</td><td>21</td></tr>
<tr><td>Number of top-level pins</td><td>16</td></tr>
<tr><td>Core Util at FP</td><td>0.0333</td></tr>
<tr><td>Height of the die</td><td>80 um</td></tr>
<tr><td>Die width</td><td>roughly 80 um</td></tr>
<tr><td>Core box area</td><td>approximately 0.0034 mm2</td></tr>
<tr><td>Die Size</td><td>0.00640 mm2</td></tr>
<tr><th colspan="2">Flow run</th></tr>
<tr><td>Warning total across the stage logs</td><td>33</td></tr>
<tr><td>Total of max-cap violations</td><td>0</td></tr>
<tr><th colspan="2">Min path</th></tr>
<tr><td>Tightest Hold Check Type</td><td>input pin to primary output</td></tr>
</table>
tightest hold or removal path, cell delays in order:
cell and delay [ns]:
sky130_fd_sc_hd__dlymetal6s2s_1 0.10, sky130_fd_sc_hd__buf_6 0.15, sky130_fd_sc_hd__nor4b_4 0.06, sky130_fd_sc_hd__buf_2 0.10
cell families (layout without fill, tap and decap cells):
| family | count (synthesis) | after routing | synth area share |
|---|---|---|---|
| xor+xnor | 1 | 1 | 0.0769 |
| simple gates | 11 | 11 | 0.747 |
| buf+inv | 3 | 20 | 0.176 |
through the flow:
stage / area [um2] / worst slack, ns / setup TNS (ns) / hold slack (ns)
2_1_floorplan: 114 / 0.385 / 0 / 0.695
3_3_place_gp: 327 / -0.475 / -3.68 / 1.74
3_5_place_dp: 327 / -0.480 / -3.76 / 1.77
4_1_cts: 335 / 0.0249 / 0 / 1.19
5_1_grt: 340 / -0.0156 / -0.0156 / 1.13
6_report: 340 / 0.0792 / 0 / 1.10
power by group through the flow:
stage	logic [mW]	registers [mW]	clock network [mW]
global route	0.0403	0	0
finish	0.0367	0	0
CTS	0.0370	0	0
cell type report:
cell class	count	area [um2]	area share
multi-input combinational	12	119	0.349
tap	46	57.6	0.169
timing repair buffer	20	164	0.482
metal layers:
metal  global-route usage  up-vias
met5                    0        -
met2               0.0305        9
li1                     -       89
met3               0.0148        0
met1               0.0297       78
met4                    0        0
worst paths after layout:
| path | start | end | depth (start not counted) | slack, ns |
|---|---|---|---|---|
| min | op[4] | ImmSrc[0] | 4 | 1.10 |
| max | op[1] | ALUop[0] | 6 | 0.08 |
cell usage in the layout, fill, tap and decap left out, drive strengths merged:
master,n
xor2,1
nor4,1
clkdlybuf4s15,4
nor4b,1
buf,11
nand4bb,1
dlygate4sd2,4
nor3,6
nand2,2
dlymetal6s2s,1
timing repair:
item	CTS	global route
resized	39	3
setup buffers	2	0
pin swaps	2	2
endpoints found under the setup margin	9	6
Power figures rest on the tool's default switching activity, not on a simulated workload.
