--- ./design.v ---
module ALU(A,B,ALUControl, Result, Z,N,V,C);      
input [31:0] A,B;
input [2:0] ALUControl;
output  [31:0] Result;
output Z,N,V,C;
wire [31:0] a_and_b, a_or_b, not_b;
wire  [31:0] mux_1, sum;
wire [31:0] mux_2;
wire [31:0] slt;    
wire cout;
assign a_and_b= A & B;
assign a_or_b = A | B;
assign not_b= ~B;
assign mux_1= (ALUControl[0] == 1'b0)? B: not_b;
assign {cout,sum}=A + mux_1 + ALUControl[0];           
assign slt= {31'b0,sum[31]};
assign mux_2= (ALUControl[2:0] ==3'b000) ? sum:
                (ALUControl[2:0] ==3'b001) ? sum:
                (ALUControl[2:0] ==3'b010) ? a_and_b :
                (ALUControl[2:0]== 3'b011)? a_or_b:
                (ALUControl[2:0]== 3'b101)? slt: 32'h00000000;
assign Result= mux_2; 
assign Z= &(~Result);
assign N= Result [31];
assign C= cout & (~ALUControl[1]);
assign V= (~ALUControl[1]) & (A[31] ^ sum[31]) & (~(A[31]^ B[31]^ ALUControl[0])) ;
endmodule
--- ./run.sh ---
#!/bin/bash
# OpenROAD 26Q1-2900-gdf79404cd8, Yosys 0.63+post, stock flow scripts
make -C /OpenROAD-flow-scripts/flow DESIGN_CONFIG=/design/flow/config.mk WORK_HOME=/design/flow/orfs finish
--- ./config.mk ---
export PLATFORM = sky130hd
export DESIGN_NAME = ALU
export DESIGN_NICKNAME = ALU
export VERILOG_FILES = /design/flow/design.v
export SDC_FILE = /design/flow/constraint.sdc
export NUM_CORES = 4
export LEC_CHECK = 1
export CORE_UTILIZATION = 50
--- ./constraint.sdc ---
current_design ALU

set clk_period 14.2
set clk_io_pct 0.2

create_clock -name clk0 -period $clk_period

set non_clock_inputs [all_inputs -no_clocks]
set_input_delay [expr $clk_period * $clk_io_pct] -clock clk0 $non_clock_inputs
set_output_delay [expr $clk_period * $clk_io_pct] -clock clk0 [all_outputs]
==> reports/results.tsv <==
stage	metric	value	unit
run	warnings	34	
detailed_routing	via_per_inst	6.379	
grt	grt_pass1_vias	3946	
power_and_ir_drop	p_clk_frac	0	
setup_path	worst_setup_path_end_kind	output pin	
detailed_routing	antenna_cells	0	
clock_network	cts_setup_buffers	0	
layout	final_layout_top_logic_cells	clkdlybuf4s50_1, nand2_1, a21oi_1	
sta	finalCritPeriodShare	0.7198	
floorplanning	fp_util	0.5144	
setup_path	start_kind	primary input	
yosys	avgSynthCellArea	6.802	sq um
floorplanning	num_rows	30	
sta	finalHoldViolCount	0	
setup_path	critPathRequiredTime	11.36	ns
power_and_ir_drop	powerDensity	53.75	nW/um^2
grt	grt-ovfl-total	0	
floorplanning	dieArea	7289	sq um
detailed_routing	dr_total_vias	4255	
detailed_routing	drcViolationCount	0	
floorplanning	die.size.y	85.38	um
layout	synthToLayoutAreaGrowth	29.37	%
floorplanning	die_x	85.38	um
setup_path	path_class	in -> out	
sta	max_clock_freq	0.09784	GHz
power_and_ir_drop	power.internal	0.1129	mW
floorplanning	pin_count	103	
grt	grt_util_all_layers	0.3234	
yosys	ys_seq_frac	0	
sta	slew_headroom	0.5834	
floorplanning	core_area	6756	sq um
setup_path	cp_max_fo	46	
yosys	ys_warn_count	0	
clock_network	ctsHoldBuffers	0	
detailed_routing	first_iter_violations	222	
power_and_ir_drop	combPwrFrac	1.000	
layout	ff_count	0	
detailed_routing	first_pass_iters	5	
sta	setup_viol	0	
yosys	synth_chip_area	3476	sq um
power_and_ir_drop	power.net_switching	0.1288	mW
run_status	outcome	completed	
run	max_cap_viol_count	0	
sta	rsz0062_at_grt	no	
yosys	ys_cells	511	
power_and_ir_drop	leakage	1.776	nW
yosys	syn_area	3476	sq um
place	dp_hpwl	9217	um
yosys	synth_cell_types	71	
grt	grt_antenna_before_repair	0	
yosys	synthCells	511	
grt	grt_pass1_wl	19020	um
sta	tightest_slew	0.6249	ns
layout	num-clock-buffers	0	
grt	grt_start_max_net_pins	47	
place	port_buffers	103	
sta	slew_viol_final	0	
place	gp_congestion	0.9564	
layout	regArea	0	sq um
power_and_ir_drop	netSwitchingFraction	0.5329	
detailed_routing	final_antenna_net_count	0	
detailed_routing	wl_per_cell	17.36	um
clock_network	ctsResizeCount	0	
layout	layout-drive-gt1-share	0.04259	
sta	tns	0	ns
setup_path	arrival	7.38	ns
layout	layout_top_cell	clkdlybuf4s50_1	
detailed_routing	totalWireLength	11580	um
sta	timing.hold.ws	6.584	ns
sta	fin_crit	10.22	ns
power_and_ir_drop	seqPwrFrac	0	
min_path	hold_path_class	in -> out	
power_and_ir_drop	peakVddDrop	0.00003537	V
==> power groups by stage <==
stage,Sequential (mW),Combinational [mW],Clock [mW]
CTS,0,0.239,0
global route,0,0.265,0
finish,0,0.242,0
==> logic make-up after synthesis <==
| family | count (synthesis) | synth area share |
|---|---|---|
| AND-OR/OR-AND | 196 | 0.3989 |
| XOR/XNOR | 47 | 0.1184 |
| adder cells (fa/ha/maj) | 49 | 0.1677 |
| buffers and inverters | 48 | 0.05832 |
| multiplexers | 8 | 0.02664 |
| AND/OR/NAND/NOR | 163 | 0.2300 |
==> worst max-delay path, stage by stage <==
cell	delay, ns
buf_2	0.41
buf_4	0.59
xor2_1	0.14
ha_1	0.36
a21oi_1	0.42
o21ai_0	0.22
a211oi_1	0.30
o21ai_0	0.18
nor4_1	0.47
nand4_1	0.15
nor4_1	0.40
o2111ai_1	0.21
nor2_1	0.15
clkdlybuf4s50_1	0.46
==> final timing paths <==
check	cells after the start	slack [ns]	to	from
max	14	3.98	Z	ALUControl[0]
min	3	6.58	Result[0]	ALUControl[0]
==> through the flow <==
stage | instances | cell area (sq um) | total power [mW] | utilization | setup slack (ns)
6_report | 667 | 4497 | 0.2417 | 0.6656 | 3.979
5_1_grt | 667 | 4497 | 0.2649 | 0.6656 | 3.612
4_1_cts | 667 | 4497 | 0.2389 | 0.6656 | 4.084
3_5_place_dp | 667 | 4497 | 0.2367 | 0.6656 | 4.114
2_1_floorplan | 511 | 3476 | 0.1535 | - | 4.724
3_3_place_gp | 667 | 4497 | 0.2365 | 0.6656 | 4.167
==> synthesized netlist by cell type (4+ instances only) <==
cell        n  area share
xnor2_1    10       0.025
o21ai_0    36       0.052
mux2i_1     7       0.020
buf_2       9       0.013
a21o_1     11       0.024
o211a_1     4       0.012
clkbuf_1   16       0.017
nand3_1    14       0.020
a221oi_1    6       0.015
a211oi_1    5       0.011
nor3_1      6      0.0086
nor2_1     37       0.040
inv_1      16       0.017
a21oi_1    44       0.063
ha_1       33        0.12
o211ai_1    8       0.017
nor4_1     11       0.020
nand2b_1    5      0.0090
and3_1      4      0.0072
buf_1       5      0.0054
or3_1       9       0.016
nand2_1    52       0.056
a311oi_1    5       0.013
o31ai_1     8       0.017
xor2_1     37       0.093
nand4_1     9       0.016
a2111oi_0   4       0.010
o22ai_1     6       0.011
a211o_1     5       0.013
o21a_1     10       0.022
maj3_1     15       0.043
==> final cells by class <==
| cell class | instances | area [sq um] |
|---|---|---|
| Fill cell | 554 | 2260 |
| Tap cell | 80 | 100.1 |
| Multi-Input combinational cell | 463 | 3273 |
| Timing Repair Buffer | 108 | 1064 |
| Inverter | 16 | 60.06 |
==> layer usage <==
metal,GRT usage,vias to the layer above,part of all wire
li1,-,2118,-
met1,0.4501,1971,0.45
met2,0.5601,147,0.48
met3,0.02764,19,0.051
met4,0.04848,0,0.014
met5,0,-,0
No activity file was given, so power comes from the tool's default toggle rates.
